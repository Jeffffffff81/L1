`flow/config.mk`:
```
export PLATFORM = sky130hd
export DESIGN_NAME = mux8
export DESIGN_NICKNAME = mux8
export VERILOG_FILES = /design/flow/design.v
export SDC_FILE = /design/flow/constraint.sdc
export NUM_CORES = 4
export LEC_CHECK = 1
export CORE_AREA = 10 10 70 70
export DIE_AREA = 0 0 80 80
```
`flow/run.sh`:
```
#!/bin/bash
# OpenROAD 26Q1-2900-gdf79404cd8, Yosys 0.63+post, stock flow scripts
make -C /OpenROAD-flow-scripts/flow DESIGN_CONFIG=/design/flow/config.mk WORK_HOME=/design/flow/orfs finish
```
`flow/design.v`:
```
module mux8(a0, a1, a2, a3, a4, a5, a6, a7, out, sel);
	parameter width = 8;
	input[width-1:0] a0, a1, a2, a3, a4, a5, a6, a7;
	input[2:0] sel;
	output[width-1:0] out;
	always_comb
		case(sel)
			3'b000: out = a0;
			3'b001: out = a1;
			3'b010: out = a2;
			3'b011: out = a3;
			3'b100: out = a4;
			3'b101: out = a5;
			3'b110: out = a6;
			3'b111: out = a7;
			default: out = 0;
		endcase
endmodule
```
`flow/constraint.sdc`:
```
current_design mux8

set clk_period 2.7
set clk_io_pct 0.2

create_clock -name clk0 -period $clk_period

set non_clock_inputs [all_inputs -no_clocks]
set_input_delay [expr $clk_period * $clk_io_pct] -clock clk0 $non_clock_inputs
set_output_delay [expr $clk_period * $clk_io_pct] -clock clk0 [all_outputs]
```
==> deck_impl_summary.md <==
Synthesis and Place & Route Summary

Drt
  – Via Count: between 700 and 800
  – Post-route ant nets: 0
  – Antenna Cells: 0
  – Initial drt markers: 13
  – Drt drc: 0
  – Via-per-instance ratio: ~4.3
  – Total wire length: around 2.7 mm
  – Drt pass-1 iters: 2
  – Wirelength per Cell: around 16 µm

Worst setup path
  – Startpoint types: input port
  – WP buf/inv: 2
  – Slowest-stage cell, CP: mux4_1
  – Crit path DRT: approximately 2.2 ns
  – Crit Path Max Fanout: 1
  – CP delay by family, top: buffers and inverters
  – Crit path cell chain: clkdlybuf4s50_1 -> mux4_1 -> mux2_2 -> clkdlybuf4s50_1
  – Crit path depth: 4
  – Crit Path Class: input port to primary output
  – Crit path top cell by count: clkdlybuf4s50_1
  – CP Capture Type: primary output
  – CP max stage delay: about 0.48 ns
  – WP data arrival: 2.10 ns

STA
  – Finish-stage setup viols: 0
  – Setup TNS Final: 0 ns
  – Period utilisation layout: a little over nine tenths
  – Slew Limit Fails: 0
  – Final count of hold timing violations: 0
  – Worst-Margin Slew: ~0.23 ns
  – Max Clock Freq: around 380 MHz
  – RSZ-0062 raised after global routing: false
  – Hold WS: approximately 1.7 ns
  – Fin crit period: roughly 2.6 ns
  – Worst rel slew slack: between 80% and 90%

Synth
  – Synth area leaders: mux4_1 56%, mux2_2 14%, mux4_2 7.9%
  – Area leader share: 55.5%
  – Synthesized area per cell: around 15 µm²
  – Cell type with the largest total area: mux4_1
  – Yosys warns: 10
  – Distinct lib cells: 17
  – Yosys chip area: 568 µm²
  – Register share after synthesis: 0%
  – Mapped cell area: 568 µm²
  – Synth Instances: 39
  – Top cells by count: 12 x mux4_1, 7 x mux2_2, 3 x mux2i_1
  – Top-count cell post-synth: mux4_1
  – Yosys cell count: 39

Placed design
  – Placed Area: about 0.0014 mm²
  – DP HPWL: approximately 2.3 mm
  – Final RePlAce weighted congestion: 0.740
  – Buffers on Ports: 75

Global route
  – Gr ovfl total: 0
  – Initial antenna violation count: 0
  – Largest net degree at the start of global routing: 10
  – Vias in the first global route: 817
  – First-pass GRT wire length: approximately 4 mm
  – Total Routing Usage GR: 7.81%

Power
  – Leakage: between 0.0005 and 0.0006 µW
  – Max IR drop VDD: just under 0.06 mV
  – Pwr Total: 215 µW
  – Cell Pwr Density: between 100 and 150 mW/mm²

Worst hold path
  – WHS Endpoint: out[7]
  – Hold Path Stages: 4
  – Worst min-delay path startpoint: sel[2]
  – Worst min path class: input port to primary output

Finish
  – Flops: 0
  – Reg area: 0 µm²
  – Layout cell share with drive strength beyond 1: between 15 and 20%
  – Area Overhead vs Synth: 159%
  – # clk buffers: 0
  – Final Cell Area: 0.00147 mm²

Floorplanning
  – Core footprint: about 0.0034 mm²
  – Die height: 80 µm
  – Num ports: ~75
  – Cell row count: 21
  – FP Core Util: between 10% and 20%
  – Die Area: 0.00640 mm²
  – Die X-Extent: 80 µm

Run
  – # Max-Cap Violations: 0
  – OpenROAD warnings: 32

Run status
  – Outcome: completed
## how the worst max path moves through the flow
stage,from,endpoint,slack (ns)
4_1_cts,a5[7],out[7],0.03
5_1_grt,a4[3],out[3],0.006
6_report,a1[1],out[1],0.06
## layout by cell type, fill, tap and decap left out, drive strengths merged
master         instances
a211oi                 1
a2bb2oi                1
a31oi                  1
buf                    8
bufbuf                 1
clkdlybuf4s15          1
clkdlybuf4s50         70
dlymetal6s2s           3
inv                    1
mux2                   7
mux2i                  3
mux4                  14
nand2                  1
nand2b                 1
nor3                   1
o21ai                  1
o22ai                  1
or4b                   1
## repair_timing
action / 4_1_cts / 5_1_grt
cloned: 2 / 0
hold buffers: 0 / 0
resized: 8 / 5
setup endpoints to repair: 8 / 4
buffers inserted: 1 / 0
## power by group
part	switching, µW	leakage (µW)	internal [µW]
sequential	0	0	0
combinational	43.0	0.000595	172
clock	0	0	0
total	43.0	0.000595	172
## cell type report
type	count	area, µm²
fill	325	1940
inverter	1	3.75
multi-input combinational	33	524
tap	46	57.6
timing repair buffer	83	887
## logic make-up after synthesis
logic type / count (synthesis) / share of synthesized area (%)
AND-OR/OR-AND: 5 / 5.95
multiplexers: 24 / 82.6
AND/OR/NAND/NOR: 4 / 4.40
buffers and inverters: 6 / 7.05
## routing by layer
metal / track usage [%] / vias up / wire length [µm]
met5: 0 / - / 0
met2: 13.6 / 42 / 1280
met4: 0 / 0 / 0
met1: 9.10 / 315 / 1060
met3: 3.64 / 0 / 320
li1: - / 346 / -
## through the flow
| stage | util (%) | std cells | setup slack, ns |
|---|---|---|---|
| after floorplan | - | 39 | 0.721 |
| after global placement | 41.1 | 160 | -0.305 |
| after detailed placement | 41.1 | 160 | -0.311 |
| after CTS | 43.0 | 163 | 0.0314 |
| after global routing | 43.1 | 163 | 0.00560 |
| final | 43.1 | 163 | 0.0552 |
Power figures rest on the tool's default switching activity, not on a simulated workload.
