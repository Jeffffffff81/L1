### flow/design.v
module counter(clk, reset, counter);
	parameter counter_width = 32;
	input clk;
	input reset;
	output reg[counter_width-1:0] counter = 0;
	always_ff @(posedge clk) begin
			if(reset) begin
				counter <= 0;
			end else begin
				counter <= counter + 1;
			end
		end
endmodule
`default_nettype wire
module frequencyDivider(clk_in, clk_out, divisor);
	input logic clk_in;
	input logic[31:0]  divisor;
	output reg clk_out;
	logic[31:0] counter_out;
	logic reset_counter ;
	assign reset_counter = (counter_out >= divisor);
	counter counter(.clk(clk_in), .reset(reset_counter), .counter(counter_out));
	always_ff @(posedge clk_in)
	if(reset_counter) begin
		clk_out = !clk_out;
		end
endmodule
### flow/run.sh
#!/bin/bash
# OpenROAD 26Q1-2900-gdf79404cd8, Yosys 0.63+post, stock flow scripts
make -C /OpenROAD-flow-scripts/flow DESIGN_CONFIG=/design/flow/config.mk WORK_HOME=/design/flow/orfs finish
### flow/config.mk
export PLATFORM = sky130hd
export DESIGN_NAME = frequencyDivider
export DESIGN_NICKNAME = frequencyDivider
export VERILOG_FILES = /design/flow/design.v
export SDC_FILE = /design/flow/constraint.sdc
export NUM_CORES = 4
export LEC_CHECK = 1
export CORE_UTILIZATION = 30
### flow/constraint.sdc
current_design frequencyDivider

set clk_period 4.7
set clk_io_pct 0.2

create_clock -name clk0 -period $clk_period [get_ports {clk_in}]

set non_clock_inputs [all_inputs -no_clocks]
set_input_delay [expr $clk_period * $clk_io_pct] -clock clk0 $non_clock_inputs
set_output_delay [expr $clk_period * $clk_io_pct] -clock clk0 [all_outputs]
==> out/notes.md <==
The flow ran to the end, and the final reports show no timing, DRC or antenna violations. The worst setup path is launched from a primary input. In the final routed layout, each cell accounts on average for 11.2 um. Final number of max-transition violations: 0. The logic gate share of total power came out at 31.3%. The layout overhead on the synthesized area was 20.5%. The total power draw is 0.000923 W. The run gives 31.7% as the effective utilization at floorplan. For the worst reg-to-reg path, the endpoint reported by OpenROAD is counter.counter[1].

Per the timing report, the most critical flop-to-flop path originates at counter.counter[14]. Setup repair after global routing left no endpoint under its margin. Post-synthesis average cell area: 8.21 um2. The run gives 0 for the number of antenna violations at the first check in global routing.

Yosys reported a register bit count of 33. The tools report the wire length reported by the detailed router as 4680 um. With the number of sinks handled by clock tree synthesis at 33, the insertion delay to the later sink of the worst-skew pair is 280 ps. The number of stages on the worst hold path was 1; the DRC marker count from the first detailed-route iteration was 61. Per the repair_timing log after CTS, setup buffers inserted total 0. The most frequently used library cell after synthesis is sky130_fd_sc_hd__nor3_1. With the overall die width at 90.5 um, the standard-cell row count is 31. The logs give 1866 for the number of global-route vias before repair and 0 for the number of design rule violations left after detail routing. On the reported timing paths, the clock transition at the registers reads 70 ps. The run gives 0% for the fraction of registers with async set/reset. The analysis reports a worst IR drop on VDD of 0.000127 V.

The biggest area contributor in the post-synthesis netlist is sky130_fd_sc_hd__dfxtp_1. Per the timing report, the achievable frequency comes out to 280 MHz. OpenROAD reports that the post-layout worst path occupies 76.1% of the period. The run gives 0.00819 mm2 for the area of the die. The buffers plus inverters on the worst setup path works out to 3. The number of OpenROAD warnings is 25. Cells with a size suffix above 1 make up 5.66% of the layout. Setup total negative slack on the finished layout was measured at 0 ps.

Yosys printed 2 warnings. For this design, Yosys synthesis ends with a cell count of 286. The destination of the critical timing path is counter.counter[1].

Among all flip-flop cells after synthesis, the most frequent one is sky130_fd_sc_hd__dfxtp_1. In the synthesized netlist, the number of instances is 286. In the routed layout, each cell is associated on average with a via count of 4.56. The tools report the total number of vias as 1902. The report counts max-capacitance violations totalling 0. In this run the deepest clock path goes through 2 buffers. After its last routability iteration, the placer logged a weighted congestion of 0.826. Per the summary, power density relative to cell area is 326 mW/mm2.

The run gives 1 for the count of flip-flops with a built-in enable after synthesis. The run gives 8490 um as the wire length of the first global-routing pass. Share of power burned in the clock network: 22.7%. With the clock buffer count from CTS at 5, the cts-stage hold buffer count is 0. The number of gates given a new drive strength after cts was 0. In the power breakdown, the internal column shows 0.000596 W.

The run gives 35.5% for the fraction of power spent switching nets. By count the netlist is led by sky130_fd_sc_hd__nor3_1, sky130_fd_sc_hd__inv_1, sky130_fd_sc_hd__ha_1. The leakage power of the design was 1.22 nW; the biggest cell delay along the critical path was 610 ps. The number of iterations in the first detailed-routing pass was 4. The synthesis report lists the most area-consuming cells as sky130_fd_sc_hd__dfxtp_1, sky130_fd_sc_hd__ha_1, sky130_fd_sc_hd__xnor2_1, sky130_fd_sc_hd__nor3_1, sky130_fd_sc_hd__inv_1. The arrival time at the worst endpoint was 3740 ps; the die height was 90.5 um. The proportion of synthesized chip area in sequential cells is 28.6%.

Summed over all nets, the switching power comes to 0.000327 W. The critical path crosses 9 cells after its start point. STA classifies the critical path endpoint as a flip-flop. Measured against its own limit, the worst slew margin works out to 55.5%. During placement, the flow inserted port buffers numbering 33. Sequential cells burn 46.1% of the power.

The final-report setup violation count was 0; the unique cell type count in the Yosys netlist was 35. The final hold violation count recorded for this run is 0. The slowest stage of the critical path is the sky130_fd_sc_hd__a311oi_4 cell. Along the worst path, the maximum fanout reaches 20.

The logs give 4860 ps for the data required time of the critical path and 3500 um for the HPWL after detailed placement. Per the OpenROAD floorplan log, the area of the core is 0.00741 mm2. Startpoint of the most critical setup path: divisor[13].

The tools report the synthesized area as 0.00235 mm2. Looking at the max-slew report, the worst-margin pin has a slew of 666 ps. The routed design ends up with an antenna cell count of 0. The critical path's top delay family is simple AND/OR/NAND/NOR gates. After synthesis, the largest area contributor takes up 27.3% of total cell area. The run gives 0 as the antenna violation net count after detailed routing.

The stat command in Yosys gives a chip area of 0.00235 mm2. The run gives 7 for the number of cells on the worst reg-to-reg path. CTS placed an instance of sky130_fd_sc_hd__clkbuf_8 at the clock tree root. The final setup skew was 6.33 ps. For the pin count of the biggest net entering global routing, the log shows 34.

The maximum level of the CTS H-tree is 2. The critical path goes through clkdlybuf4s50_1, inv_1, ha_1, nand4_1, nor3_2, or4b_1, a311oi_4, buf_4, nor3b_1. The global routing report lists combined usage of all routing layers as 12.7%. The sum of overflow across all layers after global routing is 0, and the count of pins on the block boundary is 34. Reg-to-reg setup timing slack: 1890 ps. TritonCTS built the clock tree. The critical path is of the primary input to flip-flop type. Path type of the worst min-delay path: flip-flop to flip-flop.

Subtracting the final worst setup slack from the clock period gives 3580 ps.
[cells in the final DEF, fill, tap and decap left out, types with 4 or more instances in the layout]
cell / count
sky130_fd_sc_hd__ha_1: 33
sky130_fd_sc_hd__nand4_1: 9
sky130_fd_sc_hd__nand2_1: 22
sky130_fd_sc_hd__o21ai_0: 5
sky130_fd_sc_hd__xnor2_1: 23
sky130_fd_sc_hd__nand3_1: 10
sky130_fd_sc_hd__and3_1: 4
sky130_fd_sc_hd__nor3_1: 40
sky130_fd_sc_hd__nor2_1: 8
sky130_fd_sc_hd__and4_1: 4
sky130_fd_sc_hd__dfxtp_1: 32
sky130_fd_sc_hd__a21oi_1: 12
sky130_fd_sc_hd__xor2_1: 7
sky130_fd_sc_hd__nor4_1: 6
sky130_fd_sc_hd__clkbuf_8: 5
sky130_fd_sc_hd__inv_1: 39
sky130_fd_sc_hd__clkdlybuf4s50_1: 33
sky130_fd_sc_hd__nor3_2: 4
[layout make-up]
cell class                 count  area (um2)
timing repair buffer          35         345
sequential                    33         671
inverter                      39         146
clock inverter                 3        17.5
tap                           99         124
fill                         748        4580
clock buffer                   5        68.8
multi-input combinational    203        1460
[stage by stage]
stage	hold slack [ps]	util (%)	area [um2]	cells	setup slack (ps)
after floorplan	451	-	2350	286	1790
after detailed placement	483	37.0	2740	409	820
final	497	38.2	2830	417	1120
after global placement	488	37.0	2740	409	919
after CTS	496	38.2	2830	417	1110
after global routing	528	38.2	2830	417	918
[cell families after synthesis]
logic type	after synthesis	synth area share (%)
AOI/OAI and AO/OA	27	7.57
adders and majority gates	33	17.6
and+or+nand+nor	113	25.6
xor gates and xnor gates	30	11.2
DFF	33	28.6
buffers and inverters	50	9.54
[power groups by stage]
stage                 sequential [W]  clock, W  combinational (W)
final                       0.000425  0.000209           0.000289
after global routing        0.000438  0.000226           0.000346
after CTS                   0.000425  0.000214           0.000292
[layer usage]
metal	vias to the layer above	wire (um)	global-route usage, %
li1	1049	-	-
met1	813	2440	19.2
met2	36	1990	19.9
met3	4	230	1.97
met4	0	26	1.21
met5	-	0	0
[sequential cells by signal, indices dropped and copies added, names as in the netlist]
register / count
clk_out: 1
counter.counter: 32
[how the worst min path moves through the flow]
stage	end	from	slack, ps
4_1_cts	counter.counter[0]	counter.counter[0]	500
5_1_grt	counter.counter[0]	counter.counter[0]	530
6_report	counter.counter[0]	counter.counter[0]	500
Power and IR drop assume default switching activity.
